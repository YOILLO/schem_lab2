--- design/flow/design.v ---
`timescale 1ns / 1ps
module curt(
        input clk_i,
        input rst_i,
        input [7:0] x_bi,
        input start_i,
        output busy_o,
        output reg [7:0] y_bo
    );
    localparam IDLE = 3'b000;
    localparam WORK = 3'b001;
    localparam WAIT_MUL_1 = 3'b010;
    localparam WAIT_MUL_2 = 3'b011;
    localparam END = 3'b111;
    reg [2:0]state;
    reg [7:0]a_mul;
    reg [7:0]b_mul;
    reg start_mul;
    wire busy_mul;
    wire [15:0]output_mul;
    mult m(.clk_i(clk_i),
           .rst_i(rst_i),
           .a_bi(a_mul),
           .b_bi(b_mul),
           .start_i(start_mul),
           .busy_o(busy_mul),
           .y_bo(output_mul));
    reg [7:0]y;
    reg [7:0]x;
    reg [7:0]s;
    wire [8:0]y_shifted;
    wire [8:0]y_inc;
    assign y_shifted = y << 1;
    assign y_inc = y + 1;
    assign busy_o = state != IDLE;
    always @(posedge clk_i)
        if (rst_i) begin
            y <= 0;
            y_bo <= 0;
            state <= IDLE;
            a_mul <= 0;
            b_mul <= 0;
            start_mul <= 0;
            x <= 0;
        end else begin
            case (state)
            IDLE:
            begin
                if (start_i) begin
                    state <= WORK;
                    s <= 6;
                    y <= 0;
                    x <= x_bi;
                end
            end
            WORK:
            begin
                if (s[7]) begin
                    state <= END;
                end else begin
                    y <= y_shifted;
                    a_mul <= y_shifted;
                    b_mul <= 3;
                    start_mul <= 1;
                    state <= WAIT_MUL_1;
                end
            end
            WAIT_MUL_1:
            begin    
                if (~busy_mul & ~start_mul) begin
                    a_mul <= output_mul;
                    b_mul <= y_inc;
                    start_mul <= 1;
                    state <= WAIT_MUL_2;
                end else begin
                    start_mul <= 0;
                end
            end
            WAIT_MUL_2:
            begin    
                if (~busy_mul & ~start_mul) begin
                    if (x >= (output_mul + 1) << s) begin
                        x <= x - ((output_mul + 1) << s);
                        y <= y + 1;
                    end
                    s <= s - 3;
                    state <= WORK;
                end else begin
                    start_mul <= 0;
                end
            end
            END:
            begin
                y_bo <= y;
                state <= IDLE;
            end
            endcase
        end
endmodule
`timescale 1ns / 1ps
module fun(
        input clk_i,
        input rst_i,
        input [7:0] a_bi,
        input [7:0] b_bi,
        input start_i,
        output busy_o,
        output reg [7:0] y_bo
    );
    reg [7:0] b;
    reg start_sq;
    wire busy_sq;
    wire [7:0] sq_res;
    sqrt sq(.clk_i(clk_i),
            .rst_i(rst_i),
            .x_bi(b),
            .start_i(start_sq),
            .busy_o(busy_sq),
            .y_bo(sq_res));
    reg [7:0] a;
    reg start_cu;
    wire busy_cu;
    wire [7:0] cu_res;
    curt cu(.clk_i(clk_i),
            .rst_i(rst_i),
            .x_bi(a),
            .start_i(start_cu),
            .busy_o(busy_cu),
            .y_bo(cu_res));
    localparam IDLE = 1'b0;
    localparam WORK = 1'b1;
    reg state;
     assign busy_o = state != IDLE;
     always @(posedge clk_i)
        if (rst_i) begin
            y_bo <= 0;
            state <= IDLE;
            a <= 0;
            b <= 0;
            start_sq <= 0;
            start_cu <= 0;
        end else begin
            case (state)
            IDLE:
                if (start_i) begin
                    state <= WORK;
                    y_bo <= 0;
                    a <= a_bi;
                    b <= b_bi;
                    start_cu <= 1;
                    start_sq <= 1;
                end
            WORK:
                begin
                    if ((~busy_sq) & (~busy_cu) & (~start_cu) & (~start_sq)) begin
                        state <= IDLE;
                        y_bo <= cu_res + sq_res;
                        a <= 0;
                        b <= 0;
                    end else begin
                        start_sq <= 0;
                        start_cu <= 0;
                    end
                end
            endcase
        end
endmodule
`timescale 1ns / 1ps
module mult (
        input clk_i,
        input rst_i,
        input [7:0] a_bi,
        input [7:0] b_bi,
        input start_i,
        output busy_o,
        output reg [15:0] y_bo
    );
    localparam IDLE = 1'b0;
    localparam WORK = 1'b1;
    reg[2:0] ctr;
    wire end_step;
    wire[7:0] part_sum;
    wire[15:0] shifted_part_sum;
    reg [7:0] a, b ;
    reg [15:0] part_res;
    reg state;
    assign part_sum = a & {8{b[ctr]}};
    assign shifted_part_sum = part_sum << ctr;
    assign end_step = (ctr == 5'h7);
    assign busy_o = state;
    always @(posedge clk_i)
        if (rst_i) begin
            ctr <= 0;
            part_res<= 0;
            y_bo <= 0;
            state <= IDLE;
        end else begin
            case (state)
            IDLE:
                if (start_i) begin
                    state <= WORK;
                    a <= a_bi;
                    b <= b_bi;
                    ctr <= 0;
                    part_res <= 0;
                end
            WORK:
                begin
                    if (end_step) begin
                        state <= IDLE;
                        y_bo <= part_res;
                    end
                    part_res <= part_res + shifted_part_sum;
                    ctr <= ctr + 1;
                end
            endcase
        end
endmodule
`timescale 1ns / 1ps
module sqrt(
        input clk_i,
        input rst_i,
        input [7:0] x_bi,
        input start_i,
        output busy_o,
        output reg [7:0] y_bo
    );
    localparam IDLE = 1'b0;
    localparam WORK = 1'b1;
    reg [7:0] x;
    reg [7:0] m;
    reg [7:0] y;
    wire [7:0] y_shifted;
    reg [7:0] b;
    reg state;
    wire end_step;
    wire [7:0] b_tmp;
    assign end_step = (m == 0);
    assign busy_o = state;
    assign y_shifted = y >> 1;
    assign b_tmp = y | m;
    always @(posedge clk_i)
        if (rst_i) begin
            y <= 0;
            y_bo <= 0;
            state <= IDLE;
        end else begin
            case (state)
            IDLE:
                if (start_i) begin
                    state <= WORK;
                    x <= x_bi;
                    m <= 8'b01000000;
                    b <= 0;
                    y_bo <= 0;
                    y <= 0;
                end
            WORK:
                if (end_step) begin
                    state <= IDLE;
                    y_bo <= y;
                end else begin
                    b <= b_tmp;
                    if (x >= b_tmp) begin
                        x <= x - b_tmp;
                        y <= y_shifted | m;
                    end else begin
                        y <= y_shifted;
                    end
                    m <= m >> 2;
                end
            endcase
        end
endmodule
--- design/flow/run.sh ---
#!/bin/bash
# OpenROAD 26Q1-2900-gdf79404cd8, Yosys 0.63+post, stock flow scripts
make -C /OpenROAD-flow-scripts/flow DESIGN_CONFIG=/design/flow/config.mk WORK_HOME=/design/flow/orfs finish
--- design/flow/config.mk ---
export PLATFORM = sky130hd
export DESIGN_NAME = fun
export DESIGN_NICKNAME = fun
export VERILOG_FILES = /design/flow/design.v
export SDC_FILE = /design/flow/constraint.sdc
export NUM_CORES = 4
export LEC_CHECK = 1
export CORE_UTILIZATION = 40
--- design/flow/constraint.sdc ---
current_design fun

set clk_period 5.9
set clk_io_pct 0.2

create_clock -name clk0 -period $clk_period [get_ports {clk_i}]

set non_clock_inputs [all_inputs -no_clocks]
set_input_delay [expr $clk_period * $clk_io_pct] -clock clk0 $non_clock_inputs
set_output_delay [expr $clk_period * $clk_io_pct] -clock clk0 [all_outputs]
==> out/qor.yml <==
edf_count: 36
grt_pass1_wl_mm: 36.1
htree_levels: 4
vias_per_cell: 5.55
utilization: 0.459
drive_above_1_share: 0.0687
wl_met1_mm: 10.4
period_needed_ns: 4.68
syn_avg_cell_area_um2: 8.27
cts_resized: 0
port-buffer-count: 27
track_usage: 0.196
cellPowerDensity_nw_per_um2: 296
fp-row-count: 54
ios: 28
postCtsSetupRepairBufs: 0
timing.rr.start: "cu.s[7]"
ys_warn_count: 4
required_ns: 6.22
ant_nets: 0
clockRootBuffer: "clkbuf_16"
critPathCapture: "cu.y[0]"
finalMaxSlewViolations: 0
place_congestion: 0.902
start_kind: "register"
hold_viol: 0
async_flop_share: 0
antenna_found_initial: 0
fillers: 2135
drc: 0
status: "finished, final reports clean"
totalWireLength_mm: 21.5
numCtsBuffers: 17
worstHoldPathType: "reg -> reg"
clkSlewWorstSetupHoldPaths_ns: 0.07
clk_latency_ns: 0.43
postSynthSeqShare: 0.388
clock_skew_ns: 0.0108
routed.top_layer: "met4"
reg2reg_to: "cu.y[0]"
fmax_ghz: 0.214
arrival_ns: 5.00
vdd_ir_drop_max_mv: 0.211
timing.setup.tns_ns: 0
final-setup-viol-count: 0
cp_max_fo: 11
firstDrtPassIters: 5
r2r_slack_ns: 1.22
grt_pass1_vias: 7182
drt_iter0_markers: 441
ys_area_um2: 9030
insertedDiodeCount: 0
end_kind: "register"
cts_buffer_depth: 2
wl_met2_mm: 9.95
cts_hold_buf: 0
syn2layout_area_growth_pct: 11.8
rsz0062_at_grt: "no"
ys_cells: 1092
min-delay-start: "cu.a_mul[5]"
slew_headroom: 0.425
drv_cap: 0
die_h_um: 152
cts.sinks: 157
tool_warnings: 25
dpl.hpwl_mm: 15.3
wl_met3_um: 804
tightest_slew_ns: 0.860
chipArea_um2: 23200
hold_ws_ns: 0.432
path_class: "reg -> reg"
p_leak_nw: 3.70
ys.flop_type: "dfxtp_1"
floorplanUtilization: 0.411
synth_cells: 1092
r2r_cells: 14
vias: 7620
syn_area_um2: 9030
core_um2: 22000
fp.dieW_um: 152
wl_per_cell_um: 15.6
grt_max_degree: 60
grt-ovfl-total: 0
crit_start: "cu.s[7]"
synth_flops: 157
yosysUniqueCellTypes: 69
tritoncts: "yes"
fin_crit_sh: 0.794
-- state kept, by name, summed over array words and instances, names as in the netlist, 3 cells and up --
register and cells:
cu.y 8, y_bo 8, b 8, sq.y 7
cu.s 8, cu.m.a 8, cu.a_mul 8, cu.m.ctr 3
cu.m.b 8, sq.x 8, sq.m 4, cu.m.y_bo 16
cu.b_mul 8, a 8, sq.y_bo 7, cu.x 8
cu.y_bo 8, cu.state 3, cu.m.part_res 16
-- layer usage --
metal,global-route usage,vias to the layer above
li1,-,3921
met1,0.299,3537
met2,0.310,142
met3,0.0316,20
met4,0.0253,0
met5,0,-
-- placed cells by master (no fill, tap or decap), drive strengths merged, types with 26 or more instances in the layout --
cell / instances
nand3: 56
inv: 33
nand2: 122
nor2: 128
dfxtp: 121
edfxtp: 36
a21oi: 126
clkdlybuf4s50: 26
o21ai: 30
ha: 42
-- cell type report --
cell class	count	area, um^2	area share
Inverter	30	113	0.0112
Clock buffer	17	425	0.0422
Sequential cell	157	3500	0.347
Tap cell	280	350	0.0347
Multi-Input combinational cell	833	5140	0.510
Clock inverter	15	191	0.0190
Timing Repair Buffer	40	365	0.0362
-- how the worst min path moves through the flow --
stage          endpoint  slack, ns  depth (start not counted)
CTS           cu.m.a[7]       0.44                          0
global route  cu.m.b[1]       0.44                          0
finish        cu.m.a[5]       0.43                          0
-- worst max-delay path, cell delays in order, from the launching register on --
cell and delay (ns):
edfxtp_1 0.50, nor2_1 0.54, o211ai_1 0.33, o21a_1 0.27, or2_2 0.28, ha_1 0.33
nor2b_1 0.18, o21ai_0 0.12, a21boi_0 0.30, nor3_1 0.11, o221ai_1 0.20, a31oi_1 0.14
or4b_4 0.61, nor2_2 0.28, mux2_2 0.37
-- where the power goes --
part           switching, mW  leakage [nW]  internal, mW  total [mW]
Sequential             0.102          1.31          1.20        1.30
Clock                  0.525         0.297         0.576        1.10
Combinational          0.359          2.09         0.232       0.591
-- cells in the mapped netlist, drive strengths merged, types with 12 or more instances --
cell type,count,area [um^2]
nor3,23,115
nor2b,12,75.1
ha,42,526
inv,28,105
mux2i,18,180
xor2,15,131
nor3b,12,90.1
nand3,56,280
a31oi,17,106
clkbuf,63,239
nand4,12,81.3
xnor2,23,201
dfxtp,121,2420
nand2,122,458
nor2,128,483
o21ai,30,150
a21oi,126,631
a211oi,22,165
edfxtp,36,1080
-- stage by stage --
stage	setup WS, ns	instances	total power [mW]	instance area (um^2)
after floorplan	1.93	1092	1.75	9030
after detailed placement	1.28	1340	1.91	9470
after CTS	1.25	1372	3.02	10100
after global routing	0.763	1372	3.15	10100
after global placement	1.35	1340	1.91	9470
final	1.22	1372	2.99	10100
-- kinds of logic after synthesis --
family,Yosys count,share of synthesized area
compound gates,283,0.196
xor+xnor,38,0.0369
fa+ha+maj,46,0.0671
buf+inv,102,0.0438
flops,157,0.388
mux,29,0.0362
simple gates,437,0.232
Power figures rest on the tool's default switching activity, not on a simulated workload.
